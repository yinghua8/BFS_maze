### ./config.mk
export PLATFORM = sky130hd
export DESIGN_NAME = Conv
export DESIGN_NICKNAME = Conv
export VERILOG_FILES = /design/flow/design.v
export SDC_FILE = /design/flow/constraint.sdc
export NUM_CORES = 4
export LEC_CHECK = 1
export CORE_UTILIZATION = 50
### ./constraint.sdc
current_design Conv

set clk_period 34.7
set clk_io_pct 0.2

create_clock -name clk0 -period $clk_period [get_ports {clk}]

set non_clock_inputs [all_inputs -no_clocks]
set_input_delay [expr $clk_period * $clk_io_pct] -clock clk0 $non_clock_inputs
set_output_delay [expr $clk_period * $clk_io_pct] -clock clk0 [all_outputs]
### ./design.v
module Conv(
  clk,
  rst_n,
  image_valid,
  filter_valid,
  in_data,
  out_valid,
  out_data
);
input clk,rst_n,image_valid,filter_valid;
input [2:0] in_data;
output logic [8:0]out_data;
output logic out_valid;
logic [2:0] A,B,C,D,E,F,G,H,I;
logic [2:0] A1,A2,A3,A4,A5,A6,A7,A8,B1,B2,B3,B4,B5,B6,B7,B8,C1,C2,C3,C4,C5,C6,C7,C8,D1,D2,D3,D4,D5,D6,D7,D8,E1,E2,E3,E4,E5,E6,E7,E8,F1,F2,F3,F4,F5,F6,F7,F8,G1,G2,G3,G4,G5,G6,G7,G8,H1,H2,H3,H4,H5,H6,H7,H8;
logic [5:0] cntin;
logic [5:0] cnt_mul;
logic [3:0] cnt_out;
logic [8:0] CO1,CO2,CO3,CO4;
logic [8:0] CON1,CON2,CON3,CON4,CON5,CON6,CON7,CON8,CON9,CON10,CON11,CON12,CON13,CON14,CON15,CON16,CON17,CON18,CON19,CON20,CON21,CON22,CON23,CON24,CON25,CON26,CON27,CON28,CON29,CON30,CON31,CON32,CON33,CON34,CON35,CON36;
logic [2:0] i1,i2,i3,i4,i5,i6,i7,i8,i9;
logic [1:0] c_state, n_state;
logic [8:0] comp1,comp2,sol,temp_con;
parameter GET_dATA= 2'b00,MUL= 2'b01,OUT = 2'b10;
	assign comp1 = (CO1>CO2)? CO1 : CO2;
	assign comp2 = (CO3>CO4)? CO3 : CO4;
	assign sol = (comp1 >comp2)? comp1 : comp2;
always_ff @(posedge clk or negedge rst_n)
begin
	if (!rst_n) 
	begin
		out_data <= 0;
		out_valid <= 0 ;
		c_state <= 2'b00;
		cntin <=0;
		cnt_out<=0;
		cnt_mul<=0;
	end
    else        
	begin
	c_state <= n_state;
		case (c_state)
		  GET_dATA: 
			begin
				out_valid <= 0 ;
				out_data <=0;
				cnt_out<=0;
				if (filter_valid)
				begin
					A<=B;B<=C;C<=D;
					D<=E;E<=F;F<=G;
					G<=H;H<=I;I<=in_data;
				end
				else if (image_valid)
				begin
					cntin<=cntin+1;
					A1<=A2;A2<=A3;A3<=A4;A4<=A5;A5<=A6;A6<=A7;A7<=A8;A8<=B1;
					B1<=B2;B2<=B3;B3<=B4;B4<=B5;B5<=B6;B6<=B7;B7<=B8;B8<=C1;
					C1<=C2;C2<=C3;C3<=C4;C4<=C5;C5<=C6;C6<=C7;C7<=C8;C8<=D1;
					D1<=D2;D2<=D3;D3<=D4;D4<=D5;D5<=D6;D6<=D7;D7<=D8;D8<=E1;
					E1<=E2;E2<=E3;E3<=E4;E4<=E5;E5<=E6;E6<=E7;E7<=E8;E8<=F1;
					F1<=F2;F2<=F3;F3<=F4;F4<=F5;F5<=F6;F6<=F7;F7<=F8;F8<=G1;
					G1<=G2;G2<=G3;G3<=G4;G4<=G5;G5<=G6;G6<=G7;G7<=G8;G8<=H1;
					H1<=H2;H2<=H3;H3<=H4;H4<=H5;H5<=H6;H6<=H7;H7<=H8;H8<=in_data;
				end
			end
		  MUL: 
			begin
				cntin<=0;
				cnt_mul<=cnt_mul+1;
				CON1<=CON2;CON2<=CON3;CON3<=CON4;CON4<=CON5;CON5<=CON6;CON6<=CON7;CON7<=CON8;CON8<=CON9;CON9<=CON10;
				CON10<=CON11;CON11<=CON12;CON12<=CON13;CON13<=CON14;CON14<=CON15;CON15<=CON16;CON16<=CON17;CON17<=CON18;CON18<=CON19;CON19<=CON20;
				CON20<=CON21;CON21<=CON22;CON22<=CON23;CON23<=CON24;CON24<=CON25;CON25<=CON26;CON26<=CON27;CON27<=CON28;CON28<=CON29;CON29<=CON30;
				CON30<=CON31;CON31<=CON32;CON32<=CON33;CON33<=CON34;CON34<=CON35;CON35<=CON36;CON36<=temp_con;
				if (cnt_mul==0)begin
					i1<=A1;
					i2<=A2;i3<=A3;i4<=B1;i5<=B2;i6<=B3;i7<=C1;i8<=C2;i9<=C3;
				end
				else if(cnt_mul==1)begin
					i1<=A2;
					i2<=A3;i3<=A4;i4<=B2;i5<=B3;i6<=B4;i7<=C2;i8<=C3;i9<=C4;			
				end
				else if(cnt_mul==2)begin
					i1<=A3;
					i2<=A4;i3<=A5;i4<=B3;i5<=B4;i6<=B5;i7<=C3;i8<=C4;i9<=C5;				
				end
				else if(cnt_mul==3)begin
					i1<=A4;
					i2<=A5;i3<=A6;i4<=B4;i5<=B5;i6<=B6;i7<=C4;i8<=C5;i9<=C6;		
				end
				else if(cnt_mul==4)begin
					i1<=A5
					;i2<=A6;i3<=A7;i4<=B5;i5<=B6;i6<=B7;i7<=C5;i8<=C6;i9<=C7;					
				end
				else if(cnt_mul==5)begin
					i1<=A6;
					i2<=A7;i3<=A8;i4<=B6;i5<=B7;i6<=B8;i7<=C6;i8<=C7;i9<=C8;				
				end
				else if(cnt_mul==6)begin
					i1<=B1;
					i2<=B2;i3<=B3;i4<=C1;i5<=C2;i6<=C3;i7<=D1;i8<=D2;i9<=D3;
				end
				else if(cnt_mul==7)begin
					i1<=B2;
					i2<=B3;i3<=B4;i4<=C2;i5<=C3;i6<=C4;i7<=D2;i8<=D3;i9<=D4;			
				end
				else if(cnt_mul==8)begin
					i1<=B3;
					i2<=B4;i3<=B5;i4<=C3;i5<=C4;i6<=C5;i7<=D3;i8<=D4;i9<=D5;				
				end
				else if(cnt_mul==9)begin
					i1<=B4;
					i2<=B5;i3<=B6;i4<=C4;i5<=C5;i6<=C6;i7<=D4;i8<=D5;i9<=D6;		
				end
				else if(cnt_mul==10)begin
					i1<=B5;
					i2<=B6;i3<=B7;i4<=C5;i5<=C6;i6<=C7;i7<=D5;i8<=D6;i9<=D7;					
				end
				else if(cnt_mul==11)begin
					i1<=B6;
					i2<=B7;i3<=B8;i4<=C6;i5<=C7;i6<=C8;i7<=D6;i8<=D7;i9<=D8;						
				end
				else if(cnt_mul==12)begin
					i1<=C1;
					i2<=C2;i3<=C3;i4<=D1;i5<=D2;i6<=D3;i7<=E1;i8<=E2;i9<=E3;
				end
				else if(cnt_mul==13)begin
					i1<=C2;
					i2<=C3;i3<=C4;i4<=D2;i5<=D3;i6<=D4;i7<=E2;i8<=E3;i9<=E4;			
				end
				else if(cnt_mul==14)begin
					i1<=C3;
					i2<=C4;i3<=C5;i4<=D3;i5<=D4;i6<=D5;i7<=E3;i8<=E4;i9<=E5;				
				end
				else if(cnt_mul==15)begin
					i1<=C4;
					i2<=C5;i3<=C6;i4<=D4;i5<=D5;i6<=D6;i7<=E4;i8<=E5;i9<=E6;		
				end
				else if(cnt_mul==16)begin
					i1<=C5;
					i2<=C6;i3<=C7;i4<=D5;i5<=D6;i6<=D7;i7<=E5;i8<=E6;i9<=E7;					
				end
				else if(cnt_mul==17)begin
					i1<=C6;
					i2<=C7;i3<=C8;i4<=D6;i5<=D7;i6<=D8;i7<=E6;i8<=E7;i9<=E8;	
				end	
				else if (cnt_mul==18)begin
					i1<=D1;
					i2<=D2;i3<=D3;i4<=E1;i5<=E2;i6<=E3;i7<=F1;i8<=F2;i9<=F3;
				end
				else if(cnt_mul==19)begin
					i1<=D2;
					i2<=D3;i3<=D4;i4<=E2;i5<=E3;i6<=E4;i7<=F2;i8<=F3;i9<=F4;			
				end
				else if(cnt_mul==20)begin
					i1<=D3;
					i2<=D4;i3<=D5;i4<=E3;i5<=E4;i6<=E5;i7<=F3;i8<=F4;i9<=F5;				
				end
				else if(cnt_mul==21)begin
					i1<=D4;
					i2<=D5;i3<=D6;i4<=E4;i5<=E5;i6<=E6;i7<=F4;i8<=F5;i9<=F6;		
				end
				else if(cnt_mul==22)begin
					i1<=D5;
					i2<=D6;i3<=D7;i4<=E5;i5<=E6;i6<=E7;i7<=F5;i8<=F6;i9<=F7;					
				end
				else if(cnt_mul==23)begin
					i1<=D6;
					i2<=D7;i3<=D8;i4<=E6;i5<=E7;i6<=E8;i7<=F6;i8<=F7;i9<=F8;	
				end
				else if(cnt_mul==24)begin
					i1<=E1;
					i2<=E2;i3<=E3;i4<=F1;i5<=F2;i6<=F3;i7<=G1;i8<=G2;i9<=G3;
				end
				else if(cnt_mul==25)begin
					i1<=E2;
					i2<=E3;i3<=E4;i4<=F2;i5<=F3;i6<=F4;i7<=G2;i8<=G3;i9<=G4;			
				end
				else if(cnt_mul==26)begin
					i1<=E3;
					i2<=E4;i3<=E5;i4<=F3;i5<=F4;i6<=F5;i7<=G3;i8<=G4;i9<=G5;				
				end
				else if(cnt_mul==27)begin
					i1<=E4;
					i2<=E5;i3<=E6;i4<=F4;i5<=F5;i6<=F6;i7<=G4;i8<=G5;i9<=G6;		
				end
				else if(cnt_mul==28)begin
					i1<=E5;
					i2<=E6;i3<=E7;i4<=F5;i5<=F6;i6<=F7;i7<=G5;i8<=G6;i9<=G7;					
				end
				else if(cnt_mul==29)begin
					i1<=E6;
					i2<=E7;i3<=E8;i4<=F6;i5<=F7;i6<=F8;i7<=G6;i8<=G7;i9<=G8;	
				end	
				else if(cnt_mul==30)begin
					i1<=F1;
					i2<=F2;i3<=F3;i4<=G1;i5<=G2;i6<=G3;i7<=H1;i8<=H2;i9<=H3;
				end
				else if(cnt_mul==31)begin
					i1<=F2;
					i2<=F3;i3<=F4;i4<=G2;i5<=G3;i6<=G4;i7<=H2;i8<=H3;i9<=H4;			
				end
				else if(cnt_mul==32)begin
					i1<=F3;
					i2<=F4;i3<=F5;i4<=G3;i5<=G4;i6<=G5;i7<=H3;i8<=H4;i9<=H5;				
				end
				else if(cnt_mul==33)begin
					i1<=F4;
					i2<=F5;i3<=F6;i4<=G4;i5<=G5;i6<=G6;i7<=H4;i8<=H5;i9<=H6;		
				end
				else if(cnt_mul==34)begin
					i1<=F5;
					i2<=F6;i3<=F7;i4<=G5;i5<=G6;i6<=G7;i7<=H5;i8<=H6;i9<=H7;					
				end
				else if(cnt_mul==35)begin
					i1<=F6;
					i2<=F7;i3<=F8;i4<=G6;i5<=G7;i6<=G8;i7<=H6;i8<=H7;i9<=H8;	
				end
			end
		  OUT:
			begin
				cnt_mul<=0;
				cnt_out<=cnt_out+1;
				cntin <=0;
				CO1 <= CON1;CON1<=CON3;CON3<=CON5;CON5<=CON13;CON13<=CON15;CON15<=CON17;CON17<=CON25;CON25<=CON27;CON27<=CON29;
				CO2 <= CON2;CON2<=CON4;CON4<=CON6;CON6<=CON14;CON14<=CON16;CON16<=CON18;CON18<=CON26;CON26<=CON28;CON28<=CON30;
				CO3 <= CON7;CON7<=CON9;CON9<=CON11;CON11<=CON19;CON19<=CON21;CON21<=CON23;CON23<=CON31;CON31<=CON33;CON33<=CON35;
				CO4 <= CON8;CON8<=CON10;CON10<=CON12;CON12<=CON20;CON20<=CON22;CON22<=CON24;CON24<=CON32;CON32<=CON34;CON34<=CON36;
				if (cnt_out > 0 && cnt_out < 10)
				begin
					out_data<=sol;
					out_valid <= 1;
				end
			end
		endcase
    end
end	
always_comb      
begin
	n_state ='bx;
	case (c_state)
		GET_dATA: 
		    begin
			if (image_valid||filter_valid) 
				begin
				if(cntin==63) n_state = MUL;
				else n_state = GET_dATA;
				end 
			else 
				begin
				n_state = GET_dATA;
				end
			end
		MUL:
			begin
				if(cnt_mul==36)
				n_state = OUT;	
				else 
				n_state = MUL;
			end
		OUT:
			begin
			if (cnt_out == 9) n_state = GET_dATA;
			else n_state = OUT;
			end
	endcase
	temp_con = A*i1+B*i2+C*i3+D*i4+E*i5+F*i6+G*i7+H*i8+I*i9;
end
endmodule
### ./run.sh
#!/bin/bash
# OpenROAD 26Q1-2900-gdf79404cd8, Yosys 0.63+post, stock flow scripts
make -C /OpenROAD-flow-scripts/flow DESIGN_CONFIG=/design/flow/config.mk WORK_HOME=/design/flow/orfs finish
==> results.sh <==
# flow metrics
export IMPL_outcome="completed"
export IMPL_max_vdd_ir_drop_mv=0.03816
export IMPL_ys_cells=3086
export IMPL_synth_cell_types=110
export IMPL_fmax_ghz=0.1023
export IMPL_grt_ovfl_total=0
export IMPL_synth_top_area_share_pct=49.40
export IMPL_ys_area_um2=36840
export IMPL_worst_setup_path_end_kind="flip-flop"
export IMPL_avgViaCountPerCell=6.975
export IMPL_tns_ns=0
export IMPL_ff_type="edfxtp_1"
export IMPL_fp_utilization_pct=50.49
export IMPL_syn2layout_area_growth_pct=9.178
export IMPL_dr_pass1_iters=8
export IMPL_ctsResizeCount=0
export IMPL_post_route_min_period_ns=9.779
export IMPL_clk_latency_ns=0.64
export IMPL_drt_initial_drc_count=3347
export IMPL_critPathLaunchType="primary input"
export IMPL_power_density_nw_per_um2=41.82
export IMPL_finalClockPeriodUsage_pct=28.18
export IMPL_htreeDepth=3
export IMPL_cts_hold_buf=0
export IMPL_skew_ns=0.03465
export IMPL_fp_dieW_um=273.4
export IMPL_synth_cells=3086
export IMPL_rsz0062_at_grt="no"
export IMPL_critical_path_top_delay_family="buffers and inverters"
export IMPL_grt_use_total_pct=37.34
export IMPL_cp_common_cell="buf_4"
export IMPL_critPathMaxStageDelay_ns=0.64
export IMPL_wl_per_cell_um=31.60
export IMPL_grt_max_degree=151
export IMPL_ant_nets=0
export IMPL_postCtsSetupRepairBufs=0
export IMPL_ys_ff=635
export IMPL_arrival_ns=10.02
export IMPL_cp_slowest_cell="or2_4"
export IMPL_synth_yosys_warnings=1
export IMPL_crit_required_ns=34.94
export IMPL_warnings=36
export IMPL_dp_hpwl_mm=87.05
export IMPL_yosysTopAreaCell="edfxtp_1"
export IMPL_grt_pass1_vias=28195
export IMPL_avgSynthCellArea_um2=11.94
export IMPL_vias=28327
export IMPL_synth_async_sr_flop_share_pct=4.567
export IMPL_clock_root_buffer="clkbuf_16"
export IMPL_antenna_found_initial=4
export IMPL_edf_count=606
export IMPL_worstPathMaxFanout=49
export IMPL_numPortBuffers=16
export IMPL_critPathKind="primary input to flip-flop"
export IMPL_final_layout_size_suffix_gt1_share_pct=19.29
export IMPL_core_area_um2=72960
export IMPL_wl_mm=128.3
export IMPL_cts_tree="yes"
export IMPL_cp_cell_sequence="buf_2 > buf_4 > and2_2 > buf_4 > or2_4 > buf_4 > buf_4"
export IMPL_worst_slew_pin_slew_ns=1.077
export IMPL_numCtsBuffers=70
export IMPL_dieArea_um2=74760
export IMPL_cts_buffer_depth=3
export IMPL_fin_total_pwr_w=0.001682
export IMPL_drt_drc_violations_left=0
export IMPL_clk_pin_slew_worst_paths_ns=0.06
export IMPL_crit_buf_inv=5
export IMPL_num_io_pins=17
export IMPL_fp_dieH_um=273.4
export IMPL_cts_num_sinks=635
export IMPL_gp_congestion=1.063
export IMPL_maxCapViolations=0
export IMPL_grt_pass1_wl_mm=189.7
export IMPL_hold_ws_ns=0.4191
export IMPL_setup_violations_final=0
export IMPL_num_rows=99
export IMPL_topCellsByArea="edfxtp_1 49%, mux2_2 8.8%, fa_1 3.6%"
export IMPL_hold_path_class="flip-flop to flip-flop"
export IMPL_ys_seq_share_pct=51.38
export IMPL_mappedNetlistArea_um2=36840
export IMPL_finalHoldViolCount=0
export IMPL_finalMaxSlewViolations=0
export IMPL_p_leak_nw=13.63
export IMPL_max_slew_margin_pct=28.02
cells by family (layout without fill, tap and decap cells):
logic type                 Yosys count  in the layout  synth area share (%)
xor gates and xnor gates            11             11                0.2615
and+or+nand+nor                    726            726                 10.49
muxes                              311            311                 9.480
other                                0              2                     0
buffers and inverters              354            368                 4.385
AOI/OAI and AO/OA                  899            899                 17.55
adders and majority gates          150            150                 6.461
DFF                                635            635                 51.38
routing by layer:
metal,share of wire (%),global-route usage (%),up-vias
met3,11,11.55,531
met4,7.3,20.46,6
met2,43,50.68,2023
li1,-,-,12079
met5,0.033,0,-
met1,39,57.64,13688
stage by stage:
| step | instance area, um2 | util, % | setup slack, ns | instances |
|---|---|---|---|---|
| after floorplan | 36840 | - | 18.89 | 3086 |
| after global placement | 37880 | 51.93 | 24.26 | 3932 |
| after detailed placement | 37880 | 51.93 | 24.18 | 3932 |
| after CTS | 40210 | 55.11 | 24.83 | 4059 |
| after global routing | 40210 | 55.11 | 24.63 | 4059 |
| final | 40220 | 55.12 | 24.92 | 4061 |
power breakdown:
| part | switching, W | internal [W] |
|---|---|---|
| logic | 0.0000540 | 0.0000369 |
| clock network | 0.000314 | 0.000425 |
| registers | 0.0000104 | 0.000841 |
| total | 0.000379 | 0.00130 |
path summary, 6_finish.rpt:
check,startpoint,to,slack [ns],cells past startpoint
worst max-delay path,rst_n,CON23[6]$_DFFE_PP_,24.92,7
worst min-delay path,CON1[6]$_DFFE_PP_,CO1[6]$_DFFE_PP_,0.42,0
worst max register to register,D[2]$_DFFE_PP_,CON36[8]$_DFFE_PP_,28.98,18
worst min register to register,CON1[6]$_DFFE_PP_,CO1[6]$_DFFE_PP_,0.42,0
max in group asynchronous,rst_n,c_state[0]$_DFF_PN1_,28.02,2
min in group asynchronous,rst_n,out_data[8]$_DFFE_PN0P_,6.34,2
cells in the final DEF (no fill, tap or decap), drive strengths merged, types with 41 or more instances in the layout:
cell	synthesis	layout
o22ai	79	79
and2	67	67
clkbuf	124	85
nand2	178	178
nand3	72	72
ha	83	83
edfxtp	606	606
nor3	60	60
a221oi	89	89
o21ai	159	159
mux2	290	290
fa	67	67
buf	115	111
a21oi	144	144
a22oi	41	41
inv	115	119
nor2	180	180
o221ai	67	67
final cells by class:
class	count	area, um2
well taps	959	1200
clock buffers	85	1808
repair buffers	126	1006
multi-input cells	2097	16320
flip-flops and latches	635	18930
fillers	5869	32740
inverters	115	431.7
diodes	2	5.005
clock inverters	42	519.2
Yosys cell counts (18+ instances only):
master and number:
and3_1 29, a221oi_1 89, fa_1 67, nor3_1 52
buf_2 72, nand3_1 71, nand4_1 18, edfxtp_1 606
a31oi_1 26, nor2_1 156, mux2i_1 20, a221o_1 31
nand2_1 169, o22ai_1 77, ha_1 83, o21ai_0 143
o2111ai_1 22, or3_1 21, dfrtp_1 28, a22oi_1 41
mux2_2 289, a21oi_1 141, o221ai_1 67, inv_1 115
and2_1 66, buf_4 24, clkbuf_1 123, a211oi_1 31
o211ai_1 36
worst register-to-register path, cell delays in order, from the launching register on:
cell and delay, ns:
edfxtp_1 0.39, nand2_1 0.10, fa_1 0.50, fa_1 0.51
inv_1 0.06, fa_1 0.53, inv_1 0.06, fa_1 0.49
fa_1 0.42, fa_1 0.50, inv_1 0.04, ha_1 0.27
ha_1 0.22, fa_1 0.46, a21o_1 0.18, a21oi_1 0.22
o21bai_1 0.09, a21oi_1 0.17, xor2_1 0.30
Power is estimated from default activity; no workload was simulated.
